<file path="./config.mk">
export PLATFORM = sky130hd
export DESIGN_NAME = mem2
export DESIGN_NICKNAME = mem2
export VERILOG_FILES = /design/flow/design.v
export SDC_FILE = /design/flow/constraint.sdc
export NUM_CORES = 4
export LEC_CHECK = 1
export CORE_AREA = 10 10 432 432
export DIE_AREA = 0 0 442 442
</file>
<file path="./constraint.sdc">
current_design mem2

set clk_period 7.4
set clk_io_pct 0.2

create_clock -name clk0 -period $clk_period [get_ports {clk}]

set non_clock_inputs [all_inputs -no_clocks]
set_input_delay [expr $clk_period * $clk_io_pct] -clock clk0 $non_clock_inputs
set_output_delay [expr $clk_period * $clk_io_pct] -clock clk0 [all_outputs]
</file>
<file path="./design.v">
module mem2
#(
NUM_JULIA = 16
)
(
	input wire clk,
	input wire n_rst,
	input wire wait_request,
	input wire [32*NUM_JULIA -1:0] cataddresses,
	input wire [32*NUM_JULIA -1:0] catpixels,
	input wire [NUM_JULIA -1:0] done,
	output reg [NUM_JULIA -1:0] free,
	output reg [31:0] write_address,
	output reg [31:0] write_data,
	output reg write_enable
);
	reg [NUM_JULIA -1 :0] free_save;
	reg [NUM_JULIA -1: 0] mask;
	reg [31:0] sel_address_syn;
	reg [31:0] sel_data_syn;
	reg found;
	typedef enum 	    bit [2:0] {NEXTDONE, ASSERT,ASSERT2, WRITE, DEASSERT} stateType;
	stateType state;
	stateType nextstate;
	reg [31:0] sel_address_save;
	reg [31:0] sel_data_save;
	always_ff @(posedge clk, negedge n_rst) begin
		if (n_rst ==0) begin
			state <= NEXTDONE;
			sel_address_save <='0;
			sel_data_save <= '0;
			free <= 0;
		end
		else begin
			state <= nextstate;
			if (state == ASSERT) begin
				free <= mask;  
				sel_address_save <= sel_address_syn;
				sel_data_save <= sel_data_syn;
			end
		end
	end
	always_comb begin
		nextstate = state;
		write_data = '0;
		write_address = '0;
		write_enable = 0;
		case (state)
			NEXTDONE: begin
				if (found)
					nextstate = ASSERT;
			end
			ASSERT: begin
			   nextstate = ASSERT2;
			end
		        ASSERT2: begin
			    nextstate = WRITE;
			   write_data = sel_data_save;
			   write_address = sel_address_save;
			   write_enable = 1'b1;
			end
			WRITE: begin
				nextstate = DEASSERT;
				write_data = sel_data_save;
				write_address = sel_address_save;
				write_enable = 1'b1;
			end
			DEASSERT: begin
				nextstate = NEXTDONE; 
			end
		endcase
	end
	search JANGO_FETT (
		.clk(clk),
		.n_rst(n_rst),
		.cataddresses(cataddresses),
		.catpixels(catpixels),
		.done(done),
		.found(found),
		.sel_data(sel_data_syn),
		.sel_address(sel_address_syn),
		.mask(mask)
	);
endmodule	
module flex_stp_sr
#(
parameter NUM_BITS = 4,
parameter SHIFT_MSB = 1'b1
)
(
input wire clk,
input wire n_rst,
input wire shift_enable,
input wire serial_in,
output reg [(NUM_BITS-1):0] parallel_out
);
reg [NUM_BITS-1:0] q, d;
always_ff @ (posedge clk, negedge n_rst)
begin
	if (n_rst == 1'b0) begin
		parallel_out[(NUM_BITS-1):1] <= '0;
		parallel_out[0] <= 1'b1;
	end
	else
		parallel_out<=q;
end
always_comb
begin
	if (shift_enable == 1'b1)
	begin
	if (SHIFT_MSB == 1'b1)
		q[(NUM_BITS-1):0] = {parallel_out[(NUM_BITS-2):0],  serial_in};
	else
		q[(NUM_BITS-1):0] ={serial_in, parallel_out[(NUM_BITS-1):1]};
	end
	else
		q[(NUM_BITS-1):0] = parallel_out[(NUM_BITS-1):0];
end
endmodule
module mask_gen
#(
	NUM_WRK = 4  
)
(	
	input wire clk,
	input wire n_rst,
	input wire shift_enable,
	output reg [(4-1):0] mask
);
	flex_stp_sr #(4, 1) FSS (
		.clk(clk),
		.n_rst(n_rst),
		.serial_in(mask[4-1]),
		.shift_enable(shift_enable),
		.parallel_out(mask)
	);
endmodule
module search
#(
	NUM_JULIA = 4
)
(
	input wire clk,
	input wire n_rst,
	input wire [NUM_JULIA*32 -1:0] cataddresses,
	input wire [NUM_JULIA*32 -1:0] catpixels,
	input wire [NUM_JULIA -1:0] done,
	output reg found,
	output reg [31:0] sel_data,
	output reg [31:0] sel_address,
	output reg [NUM_JULIA-1:0] mask
	);	
	reg shift_enable;
	mask_gen  mg (
		.clk(clk),
		.shift_enable(shift_enable),
		.n_rst(n_rst), 
		.mask(mask)
	);
	assign found = (~shift_enable);
	genvar k;
	always_comb begin
		sel_address = '1;
		sel_data = '1;
		shift_enable = 1;
		for (int k=0; k<NUM_JULIA; k=k+1) begin
			if ((mask & done) == 1<<k) begin
			sel_address[31:0] = cataddresses[k*32 +: 32];
				sel_data[31:0] = catpixels[k*32 +: 32];
				shift_enable = 0;
			end
		end
	end
endmodule
</file>
<file path="./run.sh">
#!/bin/bash
# OpenROAD 26Q1-2900-gdf79404cd8, Yosys 0.63+post, stock flow scripts
make -C /OpenROAD-flow-scripts/flow DESIGN_CONFIG=/design/flow/config.mk WORK_HOME=/design/flow/orfs finish
</file>
==> results.txt <==
From the run reports.

- The final RePlAce weighted congestion is approximately 0.9.
- The run finished with clean final reports.
- The internal power summed over all cells is ~0.00078 W.
- The cell area reported after detailed placement reads around 0.011 mm^2.
- The maximum frequency from static timing analysis is approximately 0.27 GHz.
- The max-capacitance violation count reads 0.
- Switching power as a fraction of the total was reported as 0.252.
- The area of the core reads 0.177 mm^2.
- Walking the worst path, the cells encountered are clkdlybuf4s50_1 -> nand2_2 -> nand4_4 -> buf_4 -> o221ai_1 -> a21oi_1.
- Between the synthesized netlist and the finished layout, the area growth was recorded as 141%.
- The final setup violation count is 0.
- The violation count after the first detailed-routing iteration reads around 480.
- The overall die width reads roughly 440 um.
- The number of max-slew violations in the final report is 0.
- The area recorded from the Yosys report for this design is 0.00451 mm^2.
- The largest incremental delay on the critical path reads just under 600 ps.
- The final global-route overflow total reads 0.
- The yosys warning tally is 8.
- The wire length of the first global-routing pass is roughly 65,000 um.
- Clock tree synthesis selected as its root buffer the cell clkbuf_16.
- The type of the most critical hold path reads register to register.
- The actual slew at the worst max-slew pin is around 770 ps.
- The number of global-route vias before repair reads approximately 5,800.
- The CTS clock-pin slew for the worst setup and hold paths reads roughly 70 ps.
- The arrival time of data at the critical path endpoint reads between 3000 and 4000 ps.
- The sort of element at the start of the critical path reads a primary input.
- The hold buffer count at cts reads 0.
- After detailed routing, the number of vias per cell comes to ~1.8.
- The all-layer global routing usage reads 0.0519.
- The die covers roughly 0.20 mm^2.
- The total number of placement rows is 154.
- STA classifies the critical path endpoint as a register.
- The relative contribution of the clock network to total power is 0.439.
- The largest fanout on the critical path reads approximately 46.
- The count of input and output buffers is around 330.
- The die is 442 um tall.
- In this run the power density over the cells is roughly 95 mW/mm^2.
- The cell count after synthesis came out at around 490.
- The startpoint-to-endpoint class of the critical path reads primary input to register.
- In this run the number of H-tree levels came out at 3.
- Entering global routing, the biggest net connects roughly 57 pins.
- The clock tree from TritonCTS reads built.
- The total DRC errors in the routed layout reads 0.
- Once detailed placement completed, the half-perimeter wirelength came to 46,600 um.
- Synthesis inferred ~77 register bits.
- The top-level I/O count is about 1,100.
- The iteration count of the initial detailed-routing pass reads 5.
- In the final layout, the share of cells above drive strength 1 is 0.0590.
- The post-synthesis cell count from yosys reads 492.
- The cell area after synthesis is ~0.0045 mm^2.
- The clock skew after layout is roughly 15 ps.
- The final number of hold-violating endpoints is 0.
- The cell leakage power is 3.29 nW.
- The OpenROAD report gives the critical path a required time of 7620 ps.
- The maximum ir drop on the vdd rail reads between 0.0001 and 0.00015 V.
- Headroom to the max-slew limit came out at 0.485.
- The post-route antenna net violation count is 0.
- The total via count after detailed routing is a little under 6,000.
- The clock period minus worst slack reads 3720 ps.
- For this sky-water flow run, the detailed-routed wirelength per cell is reported as around 17 um.
- After routing the design area is ~0.011 mm^2.
- The sum of negative setup slack reads 0 ps.
- The per-instance average area after synthesis reads roughly 9.2 um^2.
- The portion of the post-synthesis area used by sequential elements is 0.428.
- Clock latency on the worst-skew pair, taken at its later pin, is between 300 and 400 ps.
- The count of clock tree sinks is slightly below 80.
- The share of total power dissipated in combinational logic is 0.155.
- The total setup buffers inserted after CTS is 0.
- The number of logged tool warnings is just over 800.
- The net switching power reads ~0.00026 W.
- The power report attributes to the sequential group a share of 0.406.
- The starting density of the core reads 0.0255.
- The total wirelength of the detailed-routed design is 52,600 um.
- The total of cells resized after clock tree synthesis reads 0.
- The count of cell types in the netlist is 28.
- The number of buffers created by CTS reads 9.
- The buffer depth of the longest clock path is 2.
- The final timing summary puts the cycle share of the worst path at 0.503.
- The number of antenna violations at the first check in global routing came to 54.
- The worst-path cell with the longest stage delay reads nand4_4.
- Setup repair after global routing left no endpoint under its margin.
power groups by stage:
stage	sequential, W	clock (W)	combinational, W
CTS	0.000420	0.000479	0.000161
global route	0.000420	0.000489	0.000169
finish	0.000420	0.000455	0.000161
cells in the final DEF, fill, tap and decap left out, types with 2 or more instances in the layout:
| cell type | Yosys | final |
|---|---|---|
| o221ai_1 | 64 | 64 |
| diode_2 | 0 | 3 |
| nand4_4 | 0 | 2 |
| o22ai_1 | 64 | 64 |
| nand2_1 | 4 | 3 |
| clkinv_4 | 0 | 2 |
| nand2_2 | 2 | 3 |
| inv_1 | 2 | 2 |
| mux2_2 | 4 | 4 |
| conb_1 | 1 | 12 |
| buf_4 | 19 | 13 |
| clkdlybuf4s50_1 | 0 | 329 |
| inv_6 | 0 | 2 |
| dfrtp_1 | 75 | 74 |
| mux2_1 | 4 | 4 |
| a21oi_1 | 128 | 128 |
| nor2b_1 | 64 | 64 |
| dfstp_2 | 2 | 2 |
| clkbuf_16 | 0 | 9 |
Yosys cell counts:
| master | number | area share |
|---|---|---|
| o21bai_1 | 1 | 0.0017 |
| nand4_1 | 1 | 0.0014 |
| clkbuf_1 | 22 | 0.018 |
| and3_1 | 1 | 0.0014 |
| and3b_1 | 1 | 0.0019 |
| mux2_1 | 4 | 0.010 |
| nor2_1 | 2 | 0.0017 |
| mux2_2 | 4 | 0.010 |
| buf_4 | 19 | 0.032 |
| o21ai_4 | 1 | 0.0036 |
| o221ai_1 | 64 | 0.12 |
| a21oi_1 | 128 | 0.14 |
| buf_1 | 3 | 0.0025 |
| nand3_1 | 1 | 0.0011 |
| a21oi_2 | 1 | 0.0019 |
| nand2_1 | 4 | 0.0033 |
| inv_1 | 2 | 0.0017 |
| nand4_2 | 2 | 0.0055 |
| and2_1 | 1 | 0.0014 |
| nor2b_1 | 64 | 0.089 |
| dfstp_2 | 2 | 0.012 |
| xor2_1 | 1 | 0.0019 |
| dfrtp_1 | 75 | 0.42 |
| and2_2 | 1 | 0.0017 |
| nand2_2 | 2 | 0.0028 |
| buf_2 | 20 | 0.022 |
| o22ai_1 | 64 | 0.089 |
| conb_1 | 1 | 0.00083 |
critical path: cells and delay by family:
kind,cells,cell delay [ps]
buffers and inverters,2,960
AND/OR/NAND/NOR,2,820
AND-OR/OR-AND,2,630
final timing paths:
| check | depth (start not counted) | end | start | slack [ps] |
|---|---|---|---|---|
| setup / recovery | 6 | sel_address_save[29] | done[0] | 3680 |
| hold / removal | 1 | state[0] | state[1] | 430 |
| setup reg to reg | 4 | sel_data_save[0] | state[3] | 4830 |
| hold reg to reg | 1 | state[0] | state[1] | 430 |
| max in group asynchronous | 3 | sel_data_save[22] | n_rst | 5210 |
| min in group asynchronous | 1 | sel_address_save[17] | n_rst | 1030 |
sequential cells by signal, indices dropped and copies added (netlist names):
signal,count
sel_address_save,32
sel_data_save,32
state,5
JANGO_FETT.mg.FSS.parallel_out,4
free,4
metal layers:
metal  track usage  vias up  part of all wire
met5             0        -            0.0062
met4       0.00746       52             0.031
met3        0.0425      162              0.18
met2        0.0925      339              0.51
met1        0.0456     2759              0.28
li1              -     2494                 -
per-stage QoR:
step / setup slack, ps / hold WS (ps) / utilization / total power, W / instances
2_1_floorplan: 4850 / 349 / - / 0.000435 / 503
3_3_place_gp: 3240 / 416 / 0.0599 / 0.000589 / 3121
3_5_place_dp: 3270 / 420 / 0.0599 / 0.000589 / 3121
4_1_cts: 3650 / 425 / 0.0615 / 0.00106 / 3137
5_1_grt: 3490 / 437 / 0.0615 / 0.00108 / 3140
6_report: 3680 / 429 / 0.0615 / 0.00104 / 3140
final cells by class:
class                           instances  area [um^2]
Inverter                                2         7.51
Tap cell                             2340         2930
Multi-Input combinational cell        360         2320
Timing Repair Buffer                  342         3390
Antenna cell                            3         7.51
Clock buffer                            9          225
Sequential cell                        77         1930
Fill cell                           20700       166000
Clock inverter                          7         58.8
logic make-up (layout without fill, tap and decap cells):
group                  count (synthesis)  count (layout)  synth area share
AND-OR/OR-AND                        259             259             0.362
XOR/XNOR                               1               1           0.00194
buffers and inverters                 66             360            0.0763
flip-flops                            77              77             0.428
multiplexers                           8               8            0.0200
other                                  1              15          0.000831
AND/OR/NAND/NOR                       80              80             0.111
No activity file was given, so power comes from the tool's default toggle rates.
