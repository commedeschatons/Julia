[design/flow/config.mk]
export PLATFORM = sky130hd
export DESIGN_NAME = mem
export DESIGN_NICKNAME = mem
export VERILOG_FILES = /design/flow/design.v
export SDC_FILE = /design/flow/constraint.sdc
export NUM_CORES = 4
export LEC_CHECK = 1
export CORE_UTILIZATION = 30
[design/flow/constraint.sdc]
current_design mem

set clk_period 12.4
set clk_io_pct 0.2

create_clock -name clk0 -period $clk_period [get_ports {clk}]

set non_clock_inputs [all_inputs -no_clocks]
set_input_delay [expr $clk_period * $clk_io_pct] -clock clk0 $non_clock_inputs
set_output_delay [expr $clk_period * $clk_io_pct] -clock clk0 [all_outputs]
[design/flow/design.v]
module flex_stp_sr
#(
parameter NUM_BITS = 4,
parameter SHIFT_MSB = 1'b1
)
(
input wire clk,
input wire n_rst,
input wire shift_enable,
input wire serial_in,
output reg [(NUM_BITS-1):0] parallel_out
);
reg [NUM_BITS-1:0] q, d;
always_ff @ (posedge clk, negedge n_rst)
begin
	if (n_rst == 1'b0) begin
		parallel_out[(NUM_BITS-1):1] <= '0;
		parallel_out[0] <= 1'b1;
	end
	else
		parallel_out<=q;
end
always_comb
begin
	if (shift_enable == 1'b1)
	begin
	if (SHIFT_MSB == 1'b1)
		q[(NUM_BITS-1):0] = {parallel_out[(NUM_BITS-2):0],  serial_in};
	else
		q[(NUM_BITS-1):0] ={serial_in, parallel_out[(NUM_BITS-1):1]};
	end
	else
		q[(NUM_BITS-1):0] = parallel_out[(NUM_BITS-1):0];
end
endmodule
module mask_gen
#(
	NUM_WRK = 4  
)
(	
	input wire clk,
	input wire n_rst,
	input wire shift_enable,
	output reg [(4-1):0] mask
);
	flex_stp_sr #(4, 1) FSS (
		.clk(clk),
		.n_rst(n_rst),
		.serial_in(mask[4-1]),
		.shift_enable(shift_enable),
		.parallel_out(mask)
	);
endmodule
module mem
#(
NUM_JULIA = 4
)
(
	input wire clk,
	input wire n_rst,
	input wire wait_request,
	input wire [32*NUM_JULIA -1:0] cataddresses,
	input wire [32*NUM_JULIA -1:0] catpixels,
	input wire [NUM_JULIA -1:0] done,
	output reg [NUM_JULIA -1:0] free,
	output reg [31:0] write_address,
	output reg [31:0] write_data,
	output reg write_enable
);
	reg [NUM_JULIA -1 :0] free_save;
	reg [NUM_JULIA -1: 0] mask;
	reg [31:0] sel_address_syn;
	reg [31:0] sel_data_syn;
	reg found;
	typedef enum 	    bit [3:0] {NEXTDONE, ASSERT, WRITE, DEASSERT} stateType;
	stateType state;
	stateType nextstate;
	reg [31:0] sel_address_save;
	reg [31:0] sel_data_save;
	always_ff @(posedge clk, negedge n_rst) begin
		if (n_rst ==0) begin
			state <= NEXTDONE;
			sel_address_save <='0;
			sel_data_save <= '0;
			free <= 0;
		end
		else begin
			state <= nextstate;
			if (state == ASSERT) begin
				free <= mask;  
				sel_address_save <= sel_address_syn;
				sel_data_save <= sel_data_syn;
			end
		end
	end
	always_comb begin
		nextstate = state;
		write_data = '0;
		write_address = '0;
		write_enable = 0;
		case (state)
			NEXTDONE: begin
				if (found)
					nextstate = ASSERT;
			end
			ASSERT: begin
				if (~wait_request)
					nextstate = WRITE; 
				write_data = sel_data_save;
				write_address = sel_address_save;
				write_enable = 1'b1;
			end
			WRITE: begin
				nextstate = DEASSERT;
				write_data = sel_data_save;
				write_address = sel_address_save;
				write_enable = 1'b1;
			end
			DEASSERT: begin
				nextstate = NEXTDONE; 
			end
		endcase
	end
	search #(NUM_JULIA) JANGO_FETT (
		.clk(clk),
		.n_rst(n_rst),
		.cataddresses(cataddresses),
		.catpixels(catpixels),
		.done(done),
		.found(found),
		.sel_data(sel_data_syn),
		.sel_address(sel_address_syn),
		.mask(mask)
	);
endmodule	
module search
#(
	NUM_JULIA = 4
)
(
	input wire clk,
	input wire n_rst,
	input wire [NUM_JULIA*32 -1:0] cataddresses,
	input wire [NUM_JULIA*32 -1:0] catpixels,
	input wire [NUM_JULIA -1:0] done,
	output reg found,
	output reg [31:0] sel_data,
	output reg [31:0] sel_address,
	output reg [NUM_JULIA-1:0] mask
	);	
	reg shift_enable;
	mask_gen  mg (
		.clk(clk),
		.shift_enable(shift_enable),
		.n_rst(n_rst), 
		.mask(mask)
	);
	assign found = (~shift_enable);
	genvar k;
	always_comb begin
		sel_address = '1;
		sel_data = '1;
		shift_enable = 1;
		for (int k=0; k<NUM_JULIA; k=k+1) begin
			if ((mask & done) == 1<<k) begin
			sel_address[31:0] = cataddresses[k*32 +: 32];
				sel_data[31:0] = catpixels[k*32 +: 32];
				shift_enable = 0;
			end
		end
	end
endmodule
[design/flow/run.sh]
#!/bin/bash
# OpenROAD 26Q1-2900-gdf79404cd8, Yosys 0.63+post, stock flow scripts
make -C /OpenROAD-flow-scripts/flow DESIGN_CONFIG=/design/flow/config.mk WORK_HOME=/design/flow/orfs finish
==> impl_metrics.env <==
# yosys + openroad results
export IMPL_p_leak_nw=3.589
export IMPL_slew_headroom_pct=40.80
export IMPL_path_clk_slew_ps=60
export IMPL_synth_stat_cells=546
export IMPL_areaGrowthSynthToFinish_pct=70.88
export IMPL_fp_util_pct=31.07
export IMPL_ctsHtreeMaxLevel=3
export IMPL_clk_latency_ps=340
export IMPL_drt_iter0_drc=209
export IMPL_syn_inst=546
export IMPL_synth_cell_types=29
export IMPL_reg2reg_setup_slack_ps=9570
export IMPL_setup_tns_final_ps=0
export IMPL_placed_area_um2=8581
export IMPL_cpMaxStageDelayCell="buf_4"
export IMPL_tightest_slew_ps=888.1
export IMPL_avgSynthCellArea_um2=9.538
export IMPL_worst_setup_path_type="flop to output port"
export IMPL_layout_drive_gt1_share_pct=13.68
export IMPL_vias=5480
export IMPL_syn_area_um2=5207
export IMPL_antenna_found_initial=1
export IMPL_highest_layer="met5"
export IMPL_yosysTopAreaCellShare_pct=35.56
export IMPL_totalWireLength_um=20710
export IMPL_grt_max_degree=73
export IMPL_yosysWarnings=4
export IMPL_core_area_um2=16760
export IMPL_hp_class="flop to flop"
export IMPL_finalClockPeriodUsage_pct=39.33
export IMPL_critPathRequiredTime_ps=9920
export IMPL_cts_repair_resized=0
export IMPL_drt_pass1_iter_count=6
export IMPL_fp_dieW_um=133.8
export IMPL_wl_per_cell_um=19.39
export IMPL_cts_tree="built"
export IMPL_status="completed"
export IMPL_critical_path_max_stage_delay_ps=590
export IMPL_dieArea_um2=17890
export IMPL_cts_made_buffers=9
export IMPL_hold_violations=0
export IMPL_yosys_area_um2=5207
export IMPL_viasPerCell=5.131
export IMPL_drv_cap=0
export IMPL_warnings=25
export IMPL_cts_hold_buf=0
export IMPL_wl_met3_um=1617
export IMPL_dr_wl_met2_um=9899
export IMPL_timing_fmax_mhz=205.0
export IMPL_gp_congestion=0.8745
export IMPL_crit_fanout=48
export IMPL_io_pins=332
export IMPL_arrival_ps=2400
export IMPL_rsz0062_at_grt="false"
export IMPL_cellPowerDensity_nw_per_um2=70.82
export IMPL_fin_crit_ps=4877
export IMPL_peakVddDrop_mv=0.07088
export IMPL_cts_root_buf="clkbuf_16"
export IMPL_dpl_hpwl_um=14730
export IMPL_largest_area_cell="dfrtp_1"
export IMPL_antenna_cells=0
export IMPL_grt_pass1_wl_um=31570
export IMPL_overflow=0
export IMPL_ant_nets=0
export IMPL_drv_slew=0
export IMPL_ys_ff=76
export IMPL_final_area_um2=8899
export IMPL_drc=0
export IMPL_die_h_um=133.8
export IMPL_synth_area_top_cells="dfrtp_1 (36%), a221oi_2 (17%), o221ai_1 (11%)"
export IMPL_grt_pass1_vias=5564
export IMPL_worstSetupEndpointType="output port"
export IMPL_worstPathCellList="nor2_4, buf_4, nor2b_1, clkdlybuf4s50_1"
export IMPL_ys_seq_share_pct=36.57
export IMPL_grt_usage_pct=23.52
export IMPL_fin_worst_skew_ps=5.718
export IMPL_start_kind="flop"
export IMPL_postCtsSetupRepairBufs=0
export IMPL_rows=47
export IMPL_fin_total_pwr_mw=0.6302
export IMPL_port_buffers=331
export IMPL_clkSinkCount=76
export IMPL_clockBufferDepth=2
export IMPL_wl_met1_um=8629
export IMPL_setup_viol=0
## critical path, delay by kind of cell (launching register included)
kind	cells	cell delay [ps]
buf+inv	2	1060
flops	1	400
simple gates	2	600
## cell usage after synthesis (all sizes together)
master,count
nand2,6
a221oi,64
or3,1
nor2,65
mux2,8
a22oi,1
a311oi,1
and2,3
a21o,1
and3,1
dfrtp,74
inv,66
nand3,1
nor2b,65
dfstp,2
a21oi,64
o221ai,64
buf,24
nor3,1
xnor2,1
clkbuf,31
o21ai,1
nor3b,1
## cell families after synthesis
| family | synth area share (%) |
|---|---|
| AOI/OAI and AO/OA | 36.64 |
| and+or+nand+nor | 14.32 |
| buffers and inverters | 10.57 |
| DFF | 36.57 |
| muxes | 1.730 |
| xor gates and xnor gates | 0.1682 |
## worst paths after layout
| kind | cells after the start | endpoint | start |
|---|---|---|---|
| setup / recovery | 4 | write_data[11] | state[1] |
| hold reg to reg | 0 | state[3] | state[1] |
| max in group asynchronous | 2 | state[2] | n_rst |
| min in group asynchronous | 1 | sel_address_save[0] | n_rst |
| setup reg to reg | 4 | sel_data_save[9] | state[2] |
| hold / removal | 0 | state[3] | state[1] |
## per-layer routing
metal	global-route usage, %	vias to the layer above
met5	0	-
met4	5.492	2
met3	4.507	33
met2	38.80	259
met1	32.39	2578
li1	-	2608
## where the power goes
group / leakage [nW] / switching (mW) / internal, mW
Combinational: 2.71 / 0.0238 / 0.0739
Clock: 0.159 / 0.104 / 0.181
Sequential: 0.718 / 0 / 0.248
Total: 3.59 / 0.128 / 0.503
## sequential cells by signal, indices dropped and copies added (netlist names)
name                            cells
JANGO_FETT.mg.FSS.parallel_out      4
free                                4
sel_address_save                   32
sel_data_save                      32
state                               4
## through the flow
stage | util [%] | hold WS [ps] | cells | setup WS, ps
floorplan | - | 354.3 | 546 | 8619
global placement | 51.20 | 413.0 | 1052 | 7265
CTS | 53.09 | 432.9 | 1068 | 7437
global route | 53.09 | 440.6 | 1068 | 7368
detailed placement | 51.20 | 417.0 | 1052 | 7224
finish | 53.09 | 432.1 | 1068 | 7523
## cell type report
| cell class | instances | area (um^2) |
|---|---|---|
| Clock buffer | 11 | 242.7 |
| Clock inverter | 5 | 75.07 |
| Fill cell | 1478 | 7861 |
| Inverter | 66 | 247.7 |
| Multi-Input combinational cell | 349 | 2766 |
| Sequential cell | 76 | 1906 |
| Tap cell | 220 | 275.3 |
| Timing Repair Buffer | 341 | 3386 |
## placed cells by master (no fill, tap or decap), types with 2 or more instances in the layout
cell type and instances:
o221ai_1 64, a21oi_1 52, inv_1 66, and2_1 2, clkbuf_16 9, nand2_1 4
mux2_1 2, buf_4 11, clkinv_2 3, bufinv_16 2, dfstp_2 2, nor2b_1 65
a221oi_1 4, nand2_2 2, mux2_2 6, a21oi_2 12, dfrtp_1 73, nor2_1 64
a221oi_2 60, clkdlybuf4s50_1 330
Power figures rest on the tool's default switching activity, not on a simulated workload.
